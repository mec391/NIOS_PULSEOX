<file path="/design/flow/run.sh">
#!/bin/bash
# OpenROAD 26Q1-2900-gdf79404cd8, Yosys 0.63+post, stock flow scripts
make -C /OpenROAD-flow-scripts/flow DESIGN_CONFIG=/design/flow/config.mk WORK_HOME=/design/flow/orfs finish
</file>
<file path="/design/flow/constraint.sdc">
current_design uart_tx1

set clk_period 1.9
set clk_io_pct 0.2

create_clock -name clk0 -period $clk_period [get_ports {i_Clock}]

set non_clock_inputs [all_inputs -no_clocks]
set_input_delay [expr $clk_period * $clk_io_pct] -clock clk0 $non_clock_inputs
set_output_delay [expr $clk_period * $clk_io_pct] -clock clk0 [all_outputs]
</file>
<file path="/design/flow/design.v">
module data_buffer(
input clk,
input in_reset_n,
input [1:0] in_data_control,
output reg [1:0] out_diag_er,
input in_strm_dn,
output reg signed [21:0] led_one,   
output reg [21:0] aled_one,
output reg [21:0] led_one_aled_one,
output reg signed [21:0] led_two,
output reg [21:0] aled_two,
output reg [21:0] led_two_aled_two,
output reg final_comp_complete,
output  [23:0] SPO2_out,
output  [23:0] HR_out,
output reg [13:0] out_er_data,
output reg [2:0] out_addr,
input [23:0] in_strm_data,
output reg new_samples,
output data_fromfft_buff,
output tx
	);
reg er;
reg diag_step;
reg [3:0] reg_counter;
always@(posedge clk)
begin
	if(~in_reset_n) 
	begin
		er <= 0;
		diag_step <= 0;
		reg_counter <= 0;
		out_addr <= 0;
		out_er_data <= 0;
		out_diag_er <= 0;
		led_one <= 0;
		aled_one <= 0;
		led_one_aled_one <= 0;
		led_two <= 0;
		aled_two <= 0;
		led_two_aled_two <= 0;
	end
else begin
	case(in_data_control)
		2'b00:  
			begin
		er <= 0;
		diag_step <= 0;
		reg_counter <= 0;
		out_addr <= 0;
		out_er_data <= 0;
		out_diag_er <= 0;
		led_one <= 0;
		aled_one <= 0;
		led_one_aled_one <= 0;
		led_two <= 0;
		aled_two <= 0;
		led_two_aled_two <= 0;
			end
		2'b01:  
			begin
				if(~diag_step)
				begin
				out_addr <= 3'b110;
				out_er_data <= in_strm_data[13:0];
				er <= | in_strm_data[13:0];
				diag_step <= 1;
				end
				else 
				begin
					case(er)
						1'b0:  
						begin
							out_diag_er <= 2'b10;
						end
						1'b1:  
							out_diag_er <= 2'b01;
					endcase
				end
			end
		2'b10:  
			begin
				case (reg_counter)
					4'b0000:
							begin
							new_samples <= 0;
							if(in_strm_dn)
							begin
								out_addr <= 0;
								led_two <= in_strm_data[21:0];
								reg_counter <= 4'b0001;
							end
							else begin
								out_addr <= 0;
								led_two <= led_two;
								reg_counter <= reg_counter;
							end
							end
					4'b0001:  
							begin
								out_addr <= 0;
								led_two <= in_strm_data[21:0];
								reg_counter <= 4'b0010;
							end
					4'b0010:
							begin
								out_addr <= 1;
								aled_two <= in_strm_data[21:0];
								reg_counter <= 4'b0011;
							end
					4'b0011:  
							begin
								out_addr <= 1;
								aled_two <= in_strm_data[21:0];
								reg_counter <= 4'b0100;
							end
					4'b0100:
							begin
								out_addr <= 3'b010;
								led_one <= in_strm_data[21:0];
								reg_counter <= 4'b0101;
							end
					4'b0101:  
							begin
								out_addr <= 3'b010;
								led_one <= in_strm_data[21:0];
								reg_counter <= 4'b0110;
							end
					4'b0110:
							begin
								out_addr <= 3'b011;
								aled_one <= in_strm_data[21:0];
								reg_counter <= 4'b0111;
							end
					4'b0111:  
							begin
								out_addr <= 3'b011;
								aled_one <= in_strm_data[21:0];
								reg_counter <= 4'b1000;
							end
					4'b1000:
							begin
								out_addr <= 3'b100;
								led_two_aled_two <= in_strm_data[21:0];
								reg_counter <= 4'b1001;
							end
					4'b1001:  
							begin
								out_addr <= 3'b100;
								led_two_aled_two <= in_strm_data[21:0];
								reg_counter <= 4'b1010;
							end
					4'b1010:
							begin
								out_addr <= 3'b101;
								led_one_aled_one <= in_strm_data[21:0];
								reg_counter <= 4'b1011;
							end
					4'b1011:  
							begin
								out_addr <= 3'b101;
								led_one_aled_one <= in_strm_data[21:0];
								reg_counter <= 4'b1100;  
								new_samples <= 1;
							end
					4'b1100: 
							begin
								out_addr <= 3'b101;
								led_one_aled_one <= in_strm_data[21:0];
								reg_counter <= 4'b0000;
								new_samples <= 1;
							end
				endcase
			end
	endcase
	end
end
wire [23:0] led1_AC_computed;
wire [23:0] led1_DC_computed;
wire [23:0] led2_AC_computed;
wire [23:0] led2_DC_computed;
wire led1_new_data;
wire led2_new_data;
reg led1_reg;
reg led2_reg;
reg final_comp_dv;
wire [23:0] HR;
wire [23:0] SPO2;
wire final_comp_done;
wire td_new_data;
assign HR_out = HR;    
assign SPO2_out = SPO2;  
reg [3:0] cnt = 0;
reg [7:0] downsampler = 0;
always@(posedge half_clk)
begin
	case (cnt)
	4'd0:begin if (new_samples) cnt <= 1;
		  else cnt <= cnt;end
    4'd1:begin if(downsampler == 12)
    	  begin
    	  	downsampler <= 0;
    	  	cnt <= 4'd2;
    	  end
    	  else
    	  begin
    	  	downsampler <= downsampler + 1;
    	  	cnt <= 0;
    	  end end
    4'd2:begin uart_tx_data1 <= 8'd255; 
    		   tx_dv1 <= 1;
    		   cnt <= 3;end
   	4'd3:begin	tx_dv1 <= 0;
   				if(tx_done1 == 1) cnt <= 4;
   				else cnt <= cnt;end
   	4'd4:begin
   				uart_tx_data1 <= 8'd254; 
   				tx_dv1 <= 1;
   				cnt <= 5;end
   	4'd5:begin 
   				tx_dv1 <= 0;
   				if(tx_done1 == 1) cnt <= 6;
   				else cnt <= cnt;end
   	4'd6:begin
   				uart_tx_data1 <= 8'd253; 
   				tx_dv1 <= 1;
   				cnt <= 7;end
   	4'd7:begin
   				tx_dv1 <= 0;
   				uart_tx_data2 <= 8'd252; 
   				tx_dv2 <= 1;
   				cnt = 8;end
   	4'd8:begin
   				tx_dv2 <= 0;
   				if(tx_done2 == 1) cnt <= 9;
   				else cnt <= cnt;end
    4'd9:begin
    			uart_tx_data2 <= 8'd251; 
    			tx_dv2 <= 1;
    			cnt = 10;end
    4'd10:begin
    			tx_dv2 <= 0;
    			if(tx_done2 == 1)cnt <= 11;
    			else cnt <= cnt;end
    4'd11:begin
    			uart_tx_data2 <= 8'd250; 
    			tx_dv2 <= 1;
    			cnt = 12;end
   	4'd12:begin
   				tx_dv2 <= 0;
   				cnt = 0;end
	endcase
end
reg tx_dv1;
reg [7:0] uart_tx_data1;
wire tx_busy1;
wire tx1;
wire tx_done1;
reg tx_dv2;
reg [7:0] uart_tx_data2;
wire tx_busy2;
wire tx2;
wire tx_done2;
wire half_clk;
divide_by_2 div5000(
 .clk (clk),
 .reset_n (in_reset_n),
 .half_clk (half_clk)
	);
uart_tx1 utx1(
.i_Clock (half_clk),
.i_Tx_DV (tx_dv1),
.i_Tx_Byte (uart_tx_data1),
.o_Tx_Active (tx_busy1),
.o_Tx_Serial (tx1),
.o_Tx_Done (tx_done1),
.reset_n (in_reset_n)
  );
uart_tx1 utx2(
.i_Clock (half_clk),
.i_Tx_DV (tx_dv2),
.i_Tx_Byte (uart_tx_data2),
.o_Tx_Active (tx_busy2),
.o_Tx_Serial (tx2),
.o_Tx_Done (tx_done2),
.reset_n (in_reset_n)
  );
	soc_system u0 (
		.clk_clk                          (clk),                           
		.reset_reset_n                    (in_reset_n),                     
		.uart_1_external_connection_rxd   (tx1),    
		.uart_1_external_connection_txd   (),    
		.uart_2_external_connection_rxd   (tx2),    
		.uart_2_external_connection_txd   ()     
	);
endmodule
module uart_tx1 
  #(parameter CLKS_PER_BIT = 217)
  (
   input       i_Clock,
   input reset_n,
   input       i_Tx_DV,
   input [7:0] i_Tx_Byte, 
   output      o_Tx_Active,
   output reg  o_Tx_Serial,
   output      o_Tx_Done
   );
  parameter s_IDLE         = 3'b000;
  parameter s_TX_START_BIT = 3'b001;
  parameter s_TX_DATA_BITS = 3'b010;
  parameter s_TX_STOP_BIT  = 3'b011;
  parameter s_CLEANUP      = 3'b100;
  reg [2:0]    r_SM_Main     = 0;
  reg [7:0]    r_Clock_Count = 0;
  reg [2:0]    r_Bit_Index   = 0;
  reg [7:0]    r_Tx_Data     = 0;
  reg          r_Tx_Done     = 0;
  reg          r_Tx_Active   = 0;
  always @(posedge i_Clock)
    begin
       if(~reset_n)
       begin 
       r_SM_Main <= s_IDLE;
       end
      case (r_SM_Main)
        s_IDLE :
          begin
            o_Tx_Serial   <= 1'b1;          
            r_Tx_Done     <= 1'b0;
            r_Clock_Count <= 0;
            r_Bit_Index   <= 0;
            if (i_Tx_DV == 1'b1)
              begin
                r_Tx_Active <= 1'b1;
                r_Tx_Data   <= i_Tx_Byte;
                r_SM_Main   <= s_TX_START_BIT;
              end
            else
              r_SM_Main <= s_IDLE;
          end  
        s_TX_START_BIT :
          begin
            o_Tx_Serial <= 1'b0;
            if (r_Clock_Count < CLKS_PER_BIT-1)
              begin
                r_Clock_Count <= r_Clock_Count + 1;
                r_SM_Main     <= s_TX_START_BIT;
              end
            else
              begin
                r_Clock_Count <= 0;
                r_SM_Main     <= s_TX_DATA_BITS;
              end
          end  
        s_TX_DATA_BITS :
          begin
            o_Tx_Serial <= r_Tx_Data[r_Bit_Index];
            if (r_Clock_Count < CLKS_PER_BIT-1)
              begin
                r_Clock_Count <= r_Clock_Count + 1;
                r_SM_Main     <= s_TX_DATA_BITS;
              end
            else
              begin
                r_Clock_Count <= 0;
                if (r_Bit_Index < 7)
                  begin
                    r_Bit_Index <= r_Bit_Index + 1;
                    r_SM_Main   <= s_TX_DATA_BITS;
                  end
                else
                  begin
                    r_Bit_Index <= 0;
                    r_SM_Main   <= s_TX_STOP_BIT;
                  end
              end
          end  
        s_TX_STOP_BIT :
          begin
            o_Tx_Serial <= 1'b1;
            if (r_Clock_Count < CLKS_PER_BIT-1)
              begin
                r_Clock_Count <= r_Clock_Count + 1;
                r_SM_Main     <= s_TX_STOP_BIT;
              end
            else
              begin
                r_Tx_Done     <= 1'b1;
                r_Clock_Count <= 0;
                r_SM_Main     <= s_CLEANUP;
                r_Tx_Active   <= 1'b0;
              end
          end  
        s_CLEANUP :
          begin
            r_Tx_Done <= 1'b1;
            r_SM_Main <= s_IDLE;
          end
        default :
          r_SM_Main <= s_IDLE;
      endcase
    end
  assign o_Tx_Active = r_Tx_Active;
  assign o_Tx_Done   = r_Tx_Done;
endmodule
</file>
<file path="/design/flow/config.mk">
export PLATFORM = sky130hd
export DESIGN_NAME = uart_tx1
export DESIGN_NICKNAME = uart_tx1
export VERILOG_FILES = /design/flow/design.v
export SDC_FILE = /design/flow/constraint.sdc
export NUM_CORES = 4
export LEC_CHECK = 1
export CORE_AREA = 10 10 100 100
export DIE_AREA = 0 0 110 110
</file>
==> run summary <==
yosys + openroad results -> status=finished, final reports clean, R2R Setup Slk=0.27 ns, Critical Setup Path Class=flip-flop to flip-flop, worst reg-to-reg path cell count=3, Synth warnings=1, Post-Syn Area per Cell=12.9 um2, PostCTS Resize Cnt=0, Via density=3.41, pre-CTS setup slack=0.271 ns, Hold Crit Class=flip-flop to flip-flop, vias in the first global route=724, post-synthesis simple-gate area fraction=14.9%, post-route cell area=1450 um2, CP Buf/Inv Count=0, Via Count=706, mux contribution to synthesized area=4.20%, Filler cells=849, Final WS setup=0.271 ns, Crit Path Max Fanout=6, antenna violations before repair=0, DRT iter0 DRCs=18, yosys aoi share=10.5%, PortBufs=12, post-route ant nets=0, ys flops=25, setup TNS=0 ns, Num CTS Buffers=3, Post-synth ARST share=0%, Worst Tran Pin Value=0.458 ns, yosys stat chip area=1160 um2, worst setup path startpoint=r_Clock_Count[3]$_SDFFCE_PP0P_, CTS H-Tree Depth=1, CP arrival=1.54 ns, First-pass DRT Iterations=3, total global routing overflow=0, Max Fclk=614 MHz, hold_sp=r_Clock_Count[0]$_SDFFCE_PP0P_, minimum clock period=1.63 ns, Critical Path Source Type=flip-flop, Clock Sinks=25, xor/xnor share of the synthesized area=3.77%, number of logged tool warnings=26, DRC viols=0, Hold Buf Count CTS=0, Synth Flop Type=edfxtp_1, CP peak stage delay=0.46 ns, crit end category=flip-flop, slew margin rel.=69.3%, CTS tree=done, Die X=110 um, P&R area growth vs syn=25.1%, PnR Total Power=1.30 mW, largest family of logic cells by area=simple AND/OR/NAND/NOR gates, core box area=7810 um2, Seq share, synth=62.0%, clk slew on worst S/H paths=0.08 ns, final WL=1900 um, pin count of the biggest net entering global routing=15, hpwl dp=1450 um, R2R Path Start=r_Clock_Count[3]$_SDFFCE_PP0P_, Total GRT Usage=3.07%, fin cells=207, post-layout period usage=85.7%, final setup fails=0, share of post-route cells with drive strength above 1=8.57%, Peak VDD IR=0.247 mV, Adders+Majority by Area=2.15%, Max clock buf depth=2, Die Ht=110 um, worst-skew pair later-pin latency=0.26 ns, post-CTS setup buffers=0, max-slew violation count=0, post-placement cell area=1410 um2, hold depth=1, Max Cap Viol=0, Pleak=0.490 nW, Post-synth EDFFs=22, GP Congestion=0.786, Ports=14, final hold vios=0, Cell Chain, Critical Path=a21o_1, nand2_1, a211oi_1, Max stage delay cell, worst path=a211oi_1, total power divided by cell area=897 nW/um2, yosys cell count=90, RSZ-0062 raised after global routing=no, DR WL/cell=9.19 um, Mapped Cells=90, Hold EP=r_Clock_Count[0]$_SDFFCE_PP0P_, Worst Skew=0.00279 ns, placed instance count=203, count of unique library cells instantiated by Yosys=33, first-pass GRT wire length=3120 um, Synth Cell Area=1160 um2, crit path DRT=1.81 ns, die footprint=12100 um2, clock root buffer master=clkbuf_8, row cnt=32, starting density of the core=14.9%, worst reg2reg endpoint=r_Bit_Index[2]$_SDFFCE_PP0P_, antenna diode count=0, cell family with most CP delay=AND-OR/OR-AND gates
## worst max path at each step
stage | to | cells after the start
global route | r_Bit_Index[1]$_SDFFCE_PP0P_ | 3
CTS | r_Bit_Index[2]$_SDFFCE_PP0P_ | 3
finish | r_Bit_Index[2]$_SDFFCE_PP0P_ | 3
## cell families (layout without fill, tap and decap cells)
logic type / count (synthesis) / after routing
muxes: 3 / 3
xor gates and xnor gates: 5 / 5
buffers and inverters: 7 / 22
adders and majority gates: 2 / 2
and+or+nand+nor: 33 / 33
AOI/OAI and AO/OA: 15 / 15
DFF: 25 / 25
## report_power, final
group | switching [mW] | internal (mW) | total [mW]
clock | 0.154 | 0.146 | 0.301
combinational | 0.109 | 0.113 | 0.222
sequential | 0.0764 | 0.705 | 0.781
total | 0.339 | 0.964 | 1.30
## final cells by class
| type | count | area, um2 | share of cell area [%] |
|---|---|---|---|
| Multi-Input combinational cell | 58 | 413 | 28.4 |
| Tap cell | 102 | 128 | 8.78 |
| Timing Repair Buffer | 13 | 128 | 8.78 |
| Clock buffer | 3 | 41.3 | 2.84 |
| Sequential cell | 25 | 721 | 49.6 |
| Inverter | 5 | 18.8 | 1.29 |
| Clock inverter | 1 | 5.00 | 0.344 |
## Yosys cell counts (2+ instances only)
cell type,number,area [um2]
nor3b_1,2,15.0
a21oi_1,2,10.0
nand3_1,6,30.0
ha_1,2,25.0
dfxtp_1,3,60.1
mux2_2,2,22.5
xor2_1,4,35.0
nor2b_1,3,18.8
inv_1,5,18.8
and3_1,3,18.8
nor2_1,7,26.3
edfxtp_1,22,661
or3_1,2,12.5
nand2_1,6,22.5
buf_2,2,10.0
o21ai_0,2,10.0
## flip-flops by register name (all words and copies together), names as in the netlist
name / count
r_Tx_Data: 8
r_SM_Main: 3
r_Clock_Count: 8
r_Bit_Index: 3
r_Tx_Active: 1
o_Tx_Serial: 1
r_Tx_Done: 1
## stage by stage
| stage | utilization [%] | hold WS, ns |
|---|---|---|
| final | 18.6 | 0.599 |
| after floorplan | - | 0.479 |
| after detailed placement | 18.0 | 0.588 |
| after global placement | 18.0 | 0.577 |
| after CTS | 18.6 | 0.602 |
| after global routing | 18.6 | 0.623 |
## layout by cell type, fill, tap and decap left out, types with 4 or more instances in the layout
master	instances
nand2_1	6
clkdlybuf4s50_1	12
xor2_1	4
inv_1	5
nand3_1	6
edfxtp_1	22
nor2_1	7
## layer usage
metal	global-route usage, %	vias up	part of all wire, %
met4	0.836	0	2.1
met2	5.25	7	48
met5	0	-	0
met1	3.89	332	46
met3	0.588	2	4.1
li1	-	365	-
No activity file was given, so power comes from the tool's default toggle rates.
